==> design/flow/design.v <==
module serial_adder #(
    parameter WIDTH = 4
) (
    input  wire             clk,
    input  wire             rst_n,
    input  wire             load,
    input  wire             enable,
    input  wire [WIDTH-1:0] a_in,
    input  wire [WIDTH-1:0] b_in,
    output reg  [WIDTH-1:0] sum_out,
    output reg              carry_out,
    output reg              done
);
    reg [WIDTH-1:0] a_shift;
    reg [WIDTH-1:0] b_shift;
    reg [WIDTH-1:0] sum_shift;
    reg             carry_ff;
    integer         count;
    reg             sum_bit;
    reg             next_carry;
    reg [WIDTH-1:0] sum_next;
    always @(posedge clk or negedge rst_n) begin
        if (!rst_n) begin
            a_shift   <= {WIDTH{1'b0}};
            b_shift   <= {WIDTH{1'b0}};
            sum_shift <= {WIDTH{1'b0}};
            sum_out   <= {WIDTH{1'b0}};
            carry_ff  <= 1'b0;
            carry_out <= 1'b0;
            count     <= 0;
            done      <= 1'b0;
        end else if (load) begin
            a_shift   <= a_in;
            b_shift   <= b_in;
            sum_shift <= {WIDTH{1'b0}};
            sum_out   <= {WIDTH{1'b0}};
            carry_ff  <= 1'b0;
            carry_out <= 1'b0;
            count     <= 0;
            done      <= 1'b0;
        end else if (enable && !done) begin
            sum_bit    = a_shift[0] ^ b_shift[0] ^ carry_ff;
            next_carry = (a_shift[0] & b_shift[0]) | ((a_shift[0] ^ b_shift[0]) & carry_ff);
            sum_next         = sum_shift;
            sum_next[count]  = sum_bit;
            sum_shift        <= sum_next;
            a_shift          <= {1'b0, a_shift[WIDTH-1:1]};
            b_shift          <= {1'b0, b_shift[WIDTH-1:1]};
            carry_ff         <= next_carry;
            count            <= count + 1;
            if (count == WIDTH-1) begin
                sum_out   <= sum_next;
                carry_out <= next_carry;
                done      <= 1'b1;
            end
        end
    end
endmodule
==> design/flow/run.sh <==
#!/bin/bash
# OpenROAD 26Q1-2900-gdf79404cd8, Yosys 0.63+post, stock flow scripts
make -C /OpenROAD-flow-scripts/flow DESIGN_CONFIG=/design/flow/config.mk WORK_HOME=/design/flow/orfs finish
==> design/flow/config.mk <==
export PLATFORM = sky130hd
export DESIGN_NAME = serial_adder
export DESIGN_NICKNAME = serial_adder
export VERILOG_FILES = /design/flow/design.v
export SDC_FILE = /design/flow/constraint.sdc
export NUM_CORES = 4
export LEC_CHECK = 1
export CORE_UTILIZATION = 30
==> design/flow/constraint.sdc <==
current_design serial_adder

set clk_period 7.3
set clk_io_pct 0.2

create_clock -name clk0 -period $clk_period [get_ports {clk}]

set non_clock_inputs [all_inputs -no_clocks]
set_input_delay [expr $clk_period * $clk_io_pct] -clock clk0 $non_clock_inputs
set_output_delay [expr $clk_period * $clk_io_pct] -clock clk0 [all_outputs]
==> run notes <==
run results: Yosys cell types=59, post-route design area=between 4000 and 5000 sq um, largest cells by area after synthesis=sky130_fd_sc_hd__dfrtp_1 (33%), sky130_fd_sc_hd__nor2_1 (5.8%), sky130_fd_sc_hd__xor2_1 (4.8%), hold bufs inserted after CTS=0, critical path capture point type=flip-flop, DRC marker count from the first detailed-route iteration=around 260, clk latency late pin=around 310 ps, overall track demand over capacity in global routing=roughly 17%, sequential-to-total area share from yosys stat=33.40%, postcts setup bufs=0, Die X=approximately 110 microns, status=complete, no violations, placer congestion estimate=0.9301, share of async-settable or async-resettable flops after synthesis=100.0%, Critical path buffers and inverters=1, DIE HEIGHT=114.9 microns, total clock buffers created by CTS=5, initial cell density of the core=31.29%, HPWL Detailed=~7.4 mm, kind of cell with the highest combined delay on the critical path=AND-OR/OR-AND gates, cell types with the highest counts after synthesis=sky130_fd_sc_hd__nor2_1 (59), sky130_fd_sc_hd__dfrtp_1 (51), sky130_fd_sc_hd__nand2_1 (39), sky130_fd_sc_hd__nand3_1 (27), sky130_fd_sc_hd__o21ai_0 (23), fraction of the cycle the final worst path needs=between 50% and 60%, flip-flop and latch count after synthesis=a little over 50, cell-by-cell trace of the critical path=inv_1 -> ha_1 -> or3_1 -> a211oi_1 -> nand3_1 -> a211oi_1 -> o32ai_1 -> nor4_4 -> nand4_1 -> mux2i_1 -> a211oi_1, number of antenna violations at the first check in global routing=0, total via count in the routed design=approximately 3.5k, worst reg2reg path startpoint=count[0]$_DFFE_PN0P_, worst hold path class=reg2reg, CP max-delay cell=sky130_fd_sc_hd__dfrtp_1, area of the core region=12,210 sq um, Avg WL per Cell=approximately 16 microns, most used standard cell by instance count after synthesis=sky130_fd_sc_hd__nor2_1, share of post-route cells with drive strength above 1=under 10%, Cell Area, Placed=a little over 4000 sq um, final slew viol count=0, Crit Path Category=reg2reg, final hold vios=0, summed instance area of the synthesized netlist=approximately 3800 sq um, number of nets with antenna violations after detailed routing=0, layout overhead on the synthesized area=10.31%, Period minus WS final=3936 ps, count of max-cap constraint violations=0, register clock-pin slew on the reported worst setup and hold paths=around 80 ps, CP Launch Point=count[0]$_DFFE_PN0P_, Slew HR=between 40% and 50%, Fmax=0.2540 GHz, GRT overflow=0, Required @ worst endpoint=~7500 ps, master cell of the clock root buffer=sky130_fd_sc_hd__clkbuf_16, slew at the pin with the worst max-slew slack=about 830 ps, Fin Setup TNS=0 ps, number of optimization iterations in the first detailed-route pass=5, final routed DRC violation total=0, largest voltage drop on the vdd net=roughly 0.085 mV, Most Frequent Cell on Critical Path=sky130_fd_sc_hd__a211oi_1, diodes inserted=0, count of library flops with an enable pin=0, count of mapped cells out of synthesis=468, final total power=~0.7 mW, # rows=roughly 40, routed wire length=10.35 mm, number of warnings reported in the yosys synthesis log=1, dominant cell type by area after synthesis=sky130_fd_sc_hd__dfrtp_1, type of origin of the critical path=flip-flop, Max FO, Critical Path=14, area of the synthesized netlist per yosys stat=3821 sq um, vias per std cell=5.503, number of resized instances in the post-cts repair step=0, number of H-tree branching levels=2, leakage power summed over all cells=roughly 1.8 nW, number of global-route vias before repair=3,266, area of the die=between 10,000 and 15,000 sq um, Most used DFF post-synth=sky130_fd_sc_hd__dfrtp_1, clock tree from TritonCTS=built, start point of the worst hold path=carry_out$_DFFE_PN0P_, Port Buffers=17, unrepaired setup endpoints after global routing=no, largest net degree at the start of global routing=between 60 and 70, top cell type's share of synthesized area=33.40%, count of warning messages emitted by the tools=26, wire length of the first global-routing pass=17.48 mm, mean post-synth cell area=between 8 and 9 sq um, worst clock skew=10.86 ps, number of clock sinks=51, worst path arrival time=about 4100 ps, clock tree buffer depth=2, boundary pin count=18, stage delay of the slowest cell on the critical path=roughly 660 ps, ys cells=between 400 and 500, count of final setup violators=0, power density normalized to cell area=161.8 nW/um^2
==> state kept, by name, indices dropped and copies added (netlist names) <==
register and count:
count 32, sum_out 4, sum_shift 4, carry_ff 1, done 1, b_shift 4, carry_out 1, a_shift 4
==> cell families (layout without fill, tap and decap cells) <==
kind of cell	Yosys count	in the layout	synth area share, %
buffers and inverters	47	39	5.239
XOR/XNOR	38	38	8.710
AND-OR/OR-AND	84	84	14.77
flip-flops	51	51	33.40
AND/OR/NAND/NOR	233	233	33.56
multiplexers	12	12	3.144
adder cells (fa/ha/maj)	3	3	1.179
==> per-stage QoR <==
stage | setup slack [ps] | hold WS [ps] | utilization (%) | std cells
after floorplan | 4068 | 477.7 | - | 468
after global placement | 3204 | 515.6 | 33.24 | 620
after detailed placement | 3134 | 513.6 | 33.24 | 620
after CTS | 3371 | 540.5 | 34.52 | 628
after global routing | 3040 | 558.0 | 34.52 | 628
final | 3364 | 536.8 | 34.52 | 628
==> worst paths after layout <==
path,end,slack [ps],cells past startpoint
min in group asynchronous,count[25]$_DFFE_PN0P_,1270,2
min,carry_out$_DFFE_PN0P_,540,2
max in group asynchronous,count[8]$_DFFE_PN0P_,5590,2
max reg2reg,sum_out[0]$_DFFE_PN0P_,3360,11
max,sum_out[0]$_DFFE_PN0P_,3360,11
min reg2reg,carry_out$_DFFE_PN0P_,540,2
==> report_power, final <==
| part | total [mW] | internal (mW) | switching (mW) |
|---|---|---|---|
| registers | 0.294 | 0.288 | 0.00638 |
| logic | 0.130 | 0.0485 | 0.0811 |
| clock network | 0.258 | 0.134 | 0.125 |
| total | 0.682 | 0.470 | 0.212 |
==> final cells by class <==
type | instances | area (sq um)
well taps | 168 | 210.2
repair buffers | 21 | 190.2
fillers | 1298 | 7996
flip-flops and latches | 51 | 1276
inverters | 10 | 37.54
clock inverters | 3 | 31.28
clock buffers | 5 | 125.1
multi-input cells | 370 | 2345
==> worst min-delay path, delay by kind of cell (launching register included) <==
| kind | cells | cell delay, ps |
|---|---|---|
| DFF | 1 | 390 |
| and+or+nand+nor | 1 | 60 |
| AOI/OAI and AO/OA | 1 | 50 |
==> cells in the final DEF (no fill, tap or decap), types with 3 or more instances in the layout <==
master | Yosys | layout
sky130_fd_sc_hd__nor4_1 | 12 | 12
sky130_fd_sc_hd__mux2i_1 | 12 | 12
sky130_fd_sc_hd__or4_1 | 8 | 8
sky130_fd_sc_hd__o211ai_1 | 3 | 3
sky130_fd_sc_hd__xor2_1 | 21 | 21
sky130_fd_sc_hd__buf_4 | 0 | 4
sky130_fd_sc_hd__and2_1 | 3 | 3
sky130_fd_sc_hd__inv_1 | 10 | 10
sky130_fd_sc_hd__nor2_1 | 59 | 59
sky130_fd_sc_hd__o21ai_0 | 23 | 23
sky130_fd_sc_hd__a211oi_1 | 6 | 6
sky130_fd_sc_hd__nor2b_1 | 3 | 3
sky130_fd_sc_hd__and3_1 | 9 | 9
sky130_fd_sc_hd__and4_1 | 8 | 8
sky130_fd_sc_hd__nor3_1 | 15 | 15
sky130_fd_sc_hd__o21bai_1 | 4 | 4
sky130_fd_sc_hd__a31oi_1 | 6 | 6
sky130_fd_sc_hd__nor4_4 | 3 | 3
sky130_fd_sc_hd__o311a_1 | 3 | 3
sky130_fd_sc_hd__clkdlybuf4s50_1 | 0 | 15
sky130_fd_sc_hd__a41oi_1 | 3 | 3
sky130_fd_sc_hd__or3_1 | 5 | 5
sky130_fd_sc_hd__clkbuf_16 | 0 | 5
sky130_fd_sc_hd__a21oi_1 | 13 | 13
sky130_fd_sc_hd__nand3_1 | 27 | 27
sky130_fd_sc_hd__nor3b_1 | 3 | 3
sky130_fd_sc_hd__xnor2_1 | 17 | 17
sky130_fd_sc_hd__nand4_1 | 15 | 15
sky130_fd_sc_hd__nor4b_1 | 3 | 3
sky130_fd_sc_hd__nand2b_1 | 8 | 8
sky130_fd_sc_hd__o31ai_1 | 8 | 8
sky130_fd_sc_hd__dfrtp_1 | 51 | 51
sky130_fd_sc_hd__nand2_1 | 39 | 39
==> layer usage <==
layer  vias up  wire length, microns  global-route usage, %
li1       1684                     -                      -
met1      1672                  5102                  27.26
met2        85                  4647                  26.55
met3        15                   405                  1.823
met4         0                   193                  2.771
met5         -                     0                      0
Power and IR drop assume default switching activity.
