==> /design/flow/design.v <==
module carry_lookahead_adder4 (
    input  wire [3:0] a,
    input  wire [3:0] b,
    input  wire       cin,
    output wire [3:0] sum,
    output wire       cout,
    output wire [3:0] carry
);
    wire [3:0] p = a ^ b;
    wire [3:0] g = a & b;
    assign carry[0] = cin;
    assign carry[1] = g[0] | (p[0] & carry[0]);
    assign carry[2] = g[1] | (p[1] & g[0]) | (p[1] & p[0] & carry[0]);
    assign carry[3] = g[2] | (p[2] & g[1]) | (p[2] & p[1] & g[0]) | (p[2] & p[1] & p[0] & carry[0]);
    assign cout      = g[3] | (p[3] & g[2]) | (p[3] & p[2] & g[1]) |
                       (p[3] & p[2] & p[1] & g[0]) |
                       (p[3] & p[2] & p[1] & p[0] & carry[0]);
    assign sum = p ^ carry;
endmodule
==> /design/flow/run.sh <==
#!/bin/bash
# OpenROAD 26Q1-2900-gdf79404cd8, Yosys 0.63+post, stock flow scripts
make -C /OpenROAD-flow-scripts/flow DESIGN_CONFIG=/design/flow/config.mk WORK_HOME=/design/flow/orfs finish
==> /design/flow/config.mk <==
export PLATFORM = sky130hd
export DESIGN_NAME = carry_lookahead_adder4
export DESIGN_NICKNAME = carry_lookahead_adder4
export VERILOG_FILES = /design/flow/design.v
export SDC_FILE = /design/flow/constraint.sdc
export NUM_CORES = 4
export LEC_CHECK = 1
export CORE_AREA = 10 10 70 70
export DIE_AREA = 0 0 80 80
==> /design/flow/constraint.sdc <==
current_design carry_lookahead_adder4

set clk_period 5.0
set clk_io_pct 0.2

create_clock -name clk0 -period $clk_period

set non_clock_inputs [all_inputs -no_clocks]
set_input_delay [expr $clk_period * $clk_io_pct] -clock clk0 $non_clock_inputs
set_output_delay [expr $clk_period * $clk_io_pct] -clock clk0 [all_outputs]
==> ci_impl_report.md <==
## Synthesis and layout report

| Metric | Value |
|---|---|
| Run status | complete, no violations |
| Leakage | between 0.1 and 0.15 nW |
| DIE AREA | between 0.006 and 0.007 mm2 |
| Clock Power Share | 0% |
| Endpoints failing setup | 0 |
| Hpwl dp | around 650 um |
| Chip width | ~80 um |
| Io pins | 18 |
| Post-CTS Resized | 0 |
| Iteration tally of the first detailed-router pass | 1 |
| Initial core utilization | under 10% |
| Antenna diodes | 0 |
| Design Power | 42.5 uW |
| Distinct lib cells | 11 |
| Peak supply drop | between 30 and 40 uV |
| Hold Vio Cnt, Final | 0 |
| Port Buffers | 18 |
| Drt via density | 2.24 |
| Syn_area_per_cell | 9.38 um2 |
| Share of cells above drive strength 1 | under 10% |
| Fmax | 0.260 GHz |
| Drt wl/cell | between 8 and 9 um |
| Post-synth seq share | 0% |
| Post-route DRC violation count | 0 |
| Post-layout period usage | between 70 and 80% |
| Startpoint types | input port |
| Routed vias | between 150 and 200 |
| Total wire length | approximately 700 um |
| Worst slew pin tran | around 0.20 ns |
| Flop pwr share | 0% |
| CP max-delay cell | clkdlybuf4s50_1 |
| Clock buf count | 0 |
| Final WS setup | roughly 1.2 ns |
| Vias in the first global route | approximately 180 |
| Die Y | roughly 80 um |
| Postcts setup bufs | 0 |
| Non-Filler Instances | 79 |
| Row cnt | 21 |
| Initial drt markers | 0 |
| Min-Delay Path Class | in2out |
| RSZ-0062 raised after global routing | no |
| Flop area | 0 um2 |
| Comb pwr share | approximately 100% |
| Pins Over Slew Limit | 0 |
| Placed Cells | just under 80 |
| Final worst path period need | approximately 3.8 ns |
| Maximum fanout along the worst path | 2 |
| Worst EP required | ~4.0 ns |
| Utilization after layout | 11.1% |
| P per Cell Area | 112 mW/mm2 |
| Ys Warns | 0 |
| Sw Share | about 29% |
| Antenna violation net count after detailed routing | 0 |
| Data arrival, critical path | ~2.9 ns |
| Area Growth Syn to Fin | 153% |
| Sum Neg Setup Slack | 0 ns |
| Flop count | 0 |
| Crit-path leading delay family | buffers and inverters |
| Mapped Area | roughly 150 um2 |
| Critical path type | in2out |
| Initial antenna violation count | 0 |
| P_int | 30.2 uW |
| Worst Setup End Kind | primary output |
| WP buf/inv | 2 |
| Max-capacitance violation count | 0 |
| Core area | 0.00342 mm2 |
| First-pass GRT wire length | about 1 mm |
| Largest net degree at the start of global routing | 4 |
| Max transition margin | between 80% and 90% |
| CP cell instances | clkdlybuf4s50_1 -> ha_1 -> a211oi_2 -> o21ba_2 -> xnor2_1 -> clkdlybuf4s50_1 |
| Placer Congestion | roughly 0.78 |
| Yosys stat chip area | about 150 um2 |
| Most used cell, CP | clkdlybuf4s50_1 |
| Grt ovf | 0 |
| OpenROAD warnings | 32 |
| Gr usage total | under 10% |
| Dpl ws | about 1.1 ns |
| Number of hold buffers added after CTS | 0 |
| CP max stage delay | roughly 0.49 ns |
| Number of cells in Yosys stat | 16 |
| Sw power | roughly 12 uW |
| Gate count after technology mapping | 16 |
==> through the flow <==
stage | hold WS [ns] | instance area, um2
floorplan | 2.07 | 150
global placement | 2.91 | 380
detailed placement | 2.91 | 380
CTS | 2.91 | 380
global route | 2.93 | 380
finish | 2.91 | 380
==> cell usage after synthesis <==
| master | count | area, um2 |
|---|---|---|
| a21o_1 | 1 | 7.51 |
| buf_4 | 1 | 7.51 |
| a211oi_2 | 1 | 12.5 |
| nor2_1 | 2 | 7.51 |
| o21ai_0 | 1 | 5.00 |
| xor2_1 | 2 | 17.5 |
| inv_2 | 1 | 3.75 |
| ha_1 | 4 | 50.1 |
| o21ba_2 | 1 | 10.0 |
| fa_1 | 1 | 20.0 |
| xnor2_1 | 1 | 8.76 |
==> final timing paths <==
check  slack (ns)  start       end  depth (start not counted)
max          1.15   a[0]    sum[3]                          6
min          2.91    cin  carry[0]                          2
==> cells by family after synthesis <==
group	after synthesis	share of synthesized area (%)
AOI/OAI and AO/OA	4	23.3
and+or+nand+nor	2	5.00
adders and majority gates	5	46.7
xor gates and xnor gates	3	17.5
buffers and inverters	2	7.50
==> power groups by stage <==
stage / clock network (mW) / registers, mW / logic (mW)
after CTS: 0 / 0 / 0.0439
after global routing: 0 / 0 / 0.0473
final: 0 / 0 / 0.0425
==> routing by layer <==
layer / part of all wire [%] / routed length (um) / GRT usage (%) / up-vias
li1: - / - / - / 90
met1: 49 / 336 / 2.65 / 71
met2: 26 / 182 / 2.49 / 16
met3: 25 / 169 / 2.05 / 0
met4: 0 / 0 / 0 / 0
met5: 0 / 0 / 0 / -
==> area by class of cell <==
class / instances / area, um2
timing repair buffer: 18 / 180
tap: 46 / 57.6
inverter: 1 / 3.75
fill: 394 / 3040
multi-input combinational: 14 / 139
==> layout by cell type (no fill, tap or decap), drive strengths merged <==
cell type,n
clkdlybuf4s50,18
ha,4
nor2,2
xor2,2
a211oi,1
o21ai,1
o21ba,1
inv,1
a21o,1
xnor2,1
fa,1
No activity file was given, so power comes from the tool's default toggle rates.
